==> design/flow/design.v <==
module qq(fin,seg_S,com_s,dp);
  input fin;
  output reg [6:0]seg_S;
  output reg [3:0]com_s;
  output reg dp;
  reg [13:0]count;
  wire clk;
  reg [3:0]shiftflag =4'b0001;
  reg [4:0]num1,num2,num3,num4;
  reg [3:0]dp_n;
  initial begin
	num1 <= 4'd1;
	num2 <= 4'd2;
	num3 <= 4'd3;
	num4 <= 4'd4;
	dp_n <= 4'b1001;
  end
  function [6:0] dt_translate; 
    input[3:0]date;
    begin
      case (date)
        4'd0:
          dt_translate = 7'b1111110;      
        4'd1:
          dt_translate = 7'b0110000;      
        4'd2:
          dt_translate = 7'b1101101;      
        4'd3:
          dt_translate = 7'b1111001;      
        4'd4:
          dt_translate = 7'b0110011;      
        4'd5:
          dt_translate = 7'b1011011;      
        4'd6:
          dt_translate = 7'b1011111;      
        4'd7:
          dt_translate = 7'b1110000;      
        4'd8:
          dt_translate = 7'b1111111;      
        4'd9:
          dt_translate = 7'b1111011;       
        default dt_translate = 8'b00000000;
      endcase
    end
  endfunction
  always @(posedge fin) count<= count + 1;
  assign clk = count[13];
  always @(posedge clk )
  begin
    case (shiftflag)
      4'b0001:
      begin
        com_s<=4'b1000;
        seg_S<=dt_translate(num1);
        dp <= dp_n[3];
        shiftflag<=4'b0010;
      end
      4'b0010:
      begin
        com_s<=4'b0100;
        seg_S<=dt_translate(num2);
        dp <= dp_n[2];
        shiftflag<=4'b0100;
      end
      4'b0100:
      begin
        com_s<=4'b0010;
        seg_S<=dt_translate(num3);
        dp <= dp_n[1];
        shiftflag<=4'b1000;
      end
      4'b1000:
      begin
        com_s<=4'b0001;
        seg_S<=dt_translate(num4);
        dp <= dp_n[1];
        shiftflag<=4'b0001;
      end
    endcase
  end
endmodule
==> design/flow/run.sh <==
#!/bin/bash
# OpenROAD 26Q1-2900-gdf79404cd8, Yosys 0.63+post, stock flow scripts
make -C /OpenROAD-flow-scripts/flow DESIGN_CONFIG=/design/flow/config.mk WORK_HOME=/design/flow/orfs finish
==> design/flow/config.mk <==
export PLATFORM = sky130hd
export DESIGN_NAME = qq
export DESIGN_NICKNAME = qq
export VERILOG_FILES = /design/flow/design.v
export SDC_FILE = /design/flow/constraint.sdc
export NUM_CORES = 4
export LEC_CHECK = 1
export CORE_AREA = 10 10 92 92
export DIE_AREA = 0 0 102 102
==> design/flow/constraint.sdc <==
current_design qq

set clk_period 2.2
set clk_io_pct 0.2

create_clock -name clk0 -period $clk_period [get_ports {fin}]

set non_clock_inputs [all_inputs -no_clocks]
set_input_delay [expr $clk_period * $clk_io_pct] -clock clk0 $non_clock_inputs
set_output_delay [expr $clk_period * $clk_io_pct] -clock clk0 [all_outputs]
==> flow_summary_export.csv <==
group,metric,value,unit
route,top_layer,"met3",
worst_setup_path,path_max_fanout,4,
synthesis,ys.flops,26,
final_layout,synthToLayoutAreaGrowth,23.14,%
place,dpl.hpwl,1013,um
route,wl_met3,104,um
place,placed_cell_area,1190,um2
synthesis,ys_sh_mux,0,%
synthesis,synth-main-ff-cell,"dfxtp_1",
flow_run,maxCapViolCount,0,
synthesis,top_cell_area_share,35.64,%
timing,slew-limit-headroom,63.17,%
global_route,grt_pass1_vias,583,
synthesis,yosys_area,1011,um2
global_route,antenna_found_initial,0,
floorplan,fp.dieW,102,um
final_layout,stdcell_area,1245,um2
timing,hold_viol,0,
route,firstDrtPassIters,2,
status,status,"finished clean",
min_path,min_path_type,"flop to flop",
synthesis,ys_top_cells_by_count,"dfxtp_1 (14), edfxtp_1 (12), xor2_1 (10)",
worst_setup_path,cp.arrival,1.42,ns
synthesis,synth-edff-count,12,
timing,rsz0062_at_grt,"no",
cts,post_cts_buffers,0,
route,drtIter0Drc,12,
global_route,grt.overflow.total,0,
worst_setup_path,required,2.37,ns
synthesis,synthArstFlopShare,0,%
min_path,hold_depth,1,
timing,fin_crit_sh,56.78,%
synthesis,yosysTopAreaCell,"edfxtp_1",
synthesis,most_common_cell,"dfxtp_1",
synthesis,synth-simple-area-share,17.20,%
cts,cts.repair.resized,0,
route,num_vias,546,
timing,slew_violations,0,
global_route,grt_max_degree,14,
cts,numCtsBuffers,3,
global_route,grt_pass1_wl,2449,um
cts,htreeDepth,1,
cts,cts_buffer_depth,2,
synthesis,area_leaders,"edfxtp_1 (36%), dfxtp_1 (28%), xor2_1 (8.7%), buf_4 (3.0%), xnor2_1 (2.6%)",
route,drc,0,
worst_setup_path,r2r_start,"count[0]",
synthesis,ys_seq_share,63.37,%
final_layout,drive_gt1_share,12.22,%
timing,clock_skew,0.001378,ns
timing,max_freq,800.6,MHz
route,met1_length,678,um
synthesis,aoi_share,1.980,%
min_path,holdPathEnd,"count[0]",
worst_setup_path,rrSetupSlack,0.95,ns
synthesis,synthCells,79,
timing,period_needed,1.249,ns
worst_setup_path,worstReg2RegEnd,"count[12]",
route,wl_per_cell,7.970,um
synthesis,syn_area,1011,um2
floorplan,fp_util,15.65,%
timing,tightest_slew,0.5448,ns
route,via_per_inst,3.269,
synthesis,synth_cell_types,24,
timing,setup_viol,0,
synthesis,avgSynthCellArea,12.80,um2
floorplan,core_area,6459,um2
floorplan,die_area,10400,um2
place,place.gp.congestion,0.7976,
place,port_buffers,11,
worst_setup_path,path_class,"flop to flop",
flow_run,warnings,25,
route,wl_met2,548,um
floorplan,die_h,102,um
power,p_per_area,397.5,nW/um2
global_route,grt.total_usage,2.769,%
cts,clk_pin_slew,0.05,ns
route,drt_wl_total,1331,um
worst_setup_path,start_kind,"flop",
cts,cts_tree,"built",
timing,untimed_endpoints,35,
final_layout,nFillCells,705,
cts,cts_root_buf,"clkbuf_8",
cts,insertion_delay,0.24,ns
min_path,worstHoldStart,"count[0]",
timing,unclocked_regs,12,
worst_setup_path,crit_start,"count[0]",
floorplan,num_rows,29,
worst_setup_path,crit_path_end_kind,"flop",
floorplan,io-pin-count,13,
power,vdd_drop_max,0.5288,mV
synthesis,logic_family,"simple AND/OR/NAND/NOR gates",
synthesis,yosysWarnings,1,
timing,setup_tns,0,ns
synthesis,fa_ha_area_share,1.238,%
worst_setup_path,rr_worst_depth,4,
route,n_antenna_cell,0,
synthesis,ys_sh_xor,11.26,%
power,power_leakage,0.4907,nW
synthesis,yosys_cells,79,
route,ant_nets,0,
cts,holdBufCountCts,0,
kinds of logic (layout without fill, tap and decap cells):
family	after synthesis	after routing
and+or+nand+nor	26	26
buffers and inverters	8	19
adders and majority gates	1	1
AOI/OAI and AO/OA	4	4
DFF	26	26
xor gates and xnor gates	13	13
other	1	1
worst max path at each step:
stage,end,slack (ns)
finish,count[12],0.95
global route,count[12],0.83
CTS,count[12],0.95
layout by cell type, fill, tap and decap left out, types with 2 or more instances in the layout:
| master | count |
|---|---|
| edfxtp_1 | 12 |
| o21ai_0 | 4 |
| clkdlybuf4s50_1 | 11 |
| xnor2_1 | 3 |
| nor3_1 | 3 |
| clkbuf_8 | 4 |
| xor2_1 | 10 |
| nor2_1 | 4 |
| nand2_1 | 5 |
| nand3_1 | 3 |
| nor4_2 | 2 |
| dfxtp_1 | 14 |
| inv_1 | 3 |
registers in the layout (all words and copies together) (netlist names):
signal and count:
shiftflag 4, com_s 4, count 14, dp 1, seg_S 3
power by group:
part / internal [mW] / switching, mW / total (mW)
clock network: 0.158 / 0.0829 / 0.241
registers: 0.254 / 0 / 0.254
logic: 0 / 0.0000810 / 0.0000812
total: 0.412 / 0.0830 / 0.495
through the flow:
stage               total power, mW  utilization [%]  setup slack, ns  cells  hold WS, ns
finish                       0.4948            19.28           0.9509    167       0.4107
global route                 0.5131            19.28           0.8283    167       0.4453
floorplan                    0.2604                -            1.100     79       0.3819
CTS                          0.5041            19.28           0.9479    167       0.4145
global placement             0.2593            18.42           0.9904    163       0.3945
detailed placement           0.2593            18.42           0.9623    163       0.4011
cell type report:
class	instances	area [um2]	area share (%)
sequential	26	640.6	51.46
multi-input combinational	45	324.1	26.03
timing repair buffer	12	117.6	9.447
tap	77	96.34	7.739
clock buffer	4	55.05	4.422
inverter	3	11.26	0.9045
per-layer routing:
metal | global-route usage, % | vias up
met4 | 0.2169 | 0
met1 | 3.579 | 244
met2 | 4.543 | 13
met3 | 1.022 | 0
met5 | 0 | -
li1 | - | 289
worst max-delay path: stages (launching register included):
cell     delay, ns
dfxtp_1       0.36
ha_1          0.24
nand3_1       0.13
nor3_1        0.28
xor2_1        0.16
Power figures rest on the tool's default switching activity, not on a simulated workload.
