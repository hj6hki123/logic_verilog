<file path="./config.mk">
export PLATFORM = sky130hd
export DESIGN_NAME = vd2
export DESIGN_NICKNAME = vd2
export VERILOG_FILES = /design/flow/design.v
export SDC_FILE = /design/flow/constraint.sdc
export NUM_CORES = 4
export LEC_CHECK = 1
export CORE_AREA = 10 10 104 104
export DIE_AREA = 0 0 114 114
</file>
<file path="./constraint.sdc">
current_design vd2

set clk_period 3.7
set clk_io_pct 0.2

create_clock -name clk0 -period $clk_period [get_ports {fin}]

set non_clock_inputs [all_inputs -no_clocks]
set_input_delay [expr $clk_period * $clk_io_pct] -clock clk0 $non_clock_inputs
set_output_delay [expr $clk_period * $clk_io_pct] -clock clk0 [all_outputs]
</file>
<file path="./design.v">
module vd2 (fin,enable,P13,P14,colum,scan,keycode,pulse_o1,pulse_o2,P1);
  input fin,enable,P13,P14;
  input[2:0] colum ;
  output[3:0] scan;
  output[3:0] keycode;
  output	pulse_o1, pulse_o2, P1;
  wire press_out;
  wire clk;
  reg [1:0] h2code;
  reg [3:0]keycode;
  reg [15:0] count;
  reg [3:0]scan;
  reg qa,qb,qc,qd;
  assign P1 = ~(P13 | P14);
  assign press_out = (colum[2] | colum[1] | colum[0]);
  assign clk = count[15];
  always@(posedge fin)count <= count + 1'b1;
  always@(posedge clk)
  begin
    if(colum == 3'b000)
    begin
      if(h2code>=3)
        h2code <= 0;
      else
        h2code <= h2code+1'b1;
    end
    else if(colum == 3'b001)		 
      keycode <=  {2'b00 , h2code}; 	 
    else if(colum == 3'b010)		 
      keycode <=  {2'b01 , h2code};	 
    else if(colum == 3'b100)		 
      keycode <=  {2'b10 , h2code};	 
  end
  always@(h2code)
  begin
    case(h2code)
      2'b00 :
        scan <= 4'b0001;  
      2'b01 :
        scan <= 4'b0010;
      2'b10 :
        scan <= 4'b0100;
      2'b11 :
        scan <= 4'b1000;
    endcase
  end
  always @(posedge clk)
  begin
    qa <= press_out;
    qb <= qa;
    qc <= pulse_o1;
    qd <= qc;
  end
  assign pulse_o1 = qa& (~qb);
  assign pulse_o2 = qc& (~qd);
endmodule
</file>
<file path="./run.sh">
#!/bin/bash
# OpenROAD 26Q1-2900-gdf79404cd8, Yosys 0.63+post, stock flow scripts
make -C /OpenROAD-flow-scripts/flow DESIGN_CONFIG=/design/flow/config.mk WORK_HOME=/design/flow/orfs finish
</file>
==> changes_impl.md <==
### Implementation results

- Tool warning count: 29
- Core Box Area: around 8700 um^2
- TNS Setup: 0 ns
- CP endpoint kind: primary output
- AO/OA Area Share: 0.00758
- Setup bufs post-CTS: 0
- Starting DRT DRC Count: 25
- Static leakage: 0.490 nW
- Endpoints left unconstrained: 26
- Synth Warn #: 1
- Hold-fix buffers, CTS: 0
- Count of cell types in the netlist: 18
- Seq/Total Area, Yosys: 0.586
- Final setup vio count: 0
- Final antenna-violating net count: 0
- Post-cts sizing count: 0
- Flops & latches, synth: 26
- Mean number of vias per cell: about 3
- Hpwl dp: 1230 um
- DP Area: about 1300 um^2
- Power Dens Cells: 250 nW/um^2
- Min-Delay Path Class: flip-flop to flip-flop
- Final Util: 0.155
- Non-Filler Instances: ~210
- Overall fraction of global-route tracks in use: 0.0245
- Clock root cell: clkbuf_8
- RSZ-0062 raised after global routing: false
- Count of unclocked register or latch pins: 10
- Fp_density: 0.114
- Share of cells above drive strength 1: 0.0472
- Clock slew at reported path FFs: roughly 0.06 ns
- TritonCTS clock tree: done
- Top cell by count, worst path: clkdlybuf4s50_1
- Vias: roughly 620
- Final Max Slew Viols: 0
- Largest net degree at the start of global routing: 12
- Peak VDD IR: 166 uV
- Initial antenna violation count: 0
- Final instance area: ~1300 um^2
- Hold Slack: between 0.4 and 0.5 ns
- Mux cell area share after synthesis: 0
- CP max stage delay: 0.47 ns
- Area grow syn2layout: 35.4%
- Worst setup SP type: primary input
- Pre-antenna DRT Iters: 3
- CP required: ~3.0 ns
- Rows: 34
- Simple Share, Synth: 0.176
- Post-layout period usage: 0.660
- GRT overflow: 0
- Critical path data arrival time: approximately 1.7 ns
- Io pins: 18
- DIE WIDTH: 114 um
- Num CTS Buffers: 3
- Top Layout Cells: 20 x dfxtp_1, 16 x clkdlybuf4s50_1, 9 x xor2_1, 7 x inv_1, 7 x xnor2_1
- Die height: roughly 110 um
- Synth Area in Adders: 0.0631
- Wire per inst: 6.97 um
- First-pass GRT wire length: around 2800 um
- Syn_area_per_cell: approximately 12 um^2
- Fin worst setup slack: roughly 1.3 ns
- Clock buffer depth: 2
- # diodes: 0
- Chip area in the Yosys report: approximately 990 um^2
- Worst path cell trace: clkdlybuf4s50_1 -> nor2_1 -> clkdlybuf4s50_1
- Ys cells: around 86
- Vias in the first global route: 639
- Tmin final: 2.44 ns
- Worst Skew: approximately 0.0028 ns
- DP Worst Slack: roughly 1.3 ns
- Yosys xor share: 0.141
- Critical Path Slowest Stage Cell: clkdlybuf4s50_1
- Dominant combinational family: simple AND/OR/NAND/NOR gates
- Worst-Margin Slew: approximately 0.42 ns
- Max capacitance violation total: 0
- Routed WL: roughly 1500 um
- DR DRC count: 0
- Chip area: about 13000 um^2
- CP max FO: 1
- Power Total: roughly 0.34 mW
- Mapped Area: about 1000 um^2
- Commonest Layout Cell: dfxtp_1
- Port Buffer Count: 16
- Max-slew headroom: 0.719
- Peak Freq: just over 0.4 GHz
- Run status: complete, no violations
- Clk latency late pin: around 0.24 ns
- Hold Fails Final Rpt: 0
- Syn Inst Count: approximately 86
- DP Cell Count: about 210
- Routability Congestion: roughly 0.70
- Setup CP Type: primary input to primary output
- Clock H-tree levels: 1
layout make-up:
cell class                      instances  area [um^2]
Timing Repair Buffer                   16          160
Fill cell                             981         7340
Clock buffer                            4         55.1
Inverter                                7         26.3
Sequential cell                        26          581
Tap cell                              108          135
Multi-Input combinational cell         53          384
cells by family after synthesis:
group | Yosys count
AND/OR/NAND/NOR | 31
buffers and inverters | 7
adder cells (fa/ha/maj) | 5
flip-flops | 26
XOR/XNOR | 16
AND-OR/OR-AND | 1
Yosys cell counts:
master     n  area [um^2]
and4_1     1         8.76
dfxtp_1   20          400
edfxtp_1   6          180
ha_1       5         62.6
inv_1      7         26.3
nand2_1    3         11.3
nand2b_1   1         6.26
nand3_1    5         25.0
nand4_1    4         25.0
nand4_2    1         12.5
nor2_1     4         15.0
nor2b_1    3         18.8
nor3_1     5         25.0
nor3b_1    1         7.51
nor4_1     3         18.8
o21bai_1   1         7.51
xnor2_1    7         61.3
xor2_1     9         78.8
state kept, by name, summed over array words and instances (netlist names):
name and count:
count 16, h2code 2, keycode 4, qd 1, qa 1, qc 1
qb 1
worst paths after layout:
check	from	cells after the start	slack (ns)	endpoint
worst min-delay path	count[0]$_DFF_P_	1	0.44	count[0]$_DFF_P_
worst max register to register	count[0]$_DFF_P_	4	2.30	count[14]$_DFF_P_
worst max-delay path	P14	3	1.26	P1
worst min register to register	count[0]$_DFF_P_	1	0.44	count[0]$_DFF_P_
power by group:
group	switching, mW	internal (mW)	leakage (nW)
logic	0.00519	0.00797	0.244
clock network	0.0540	0.0941	0.0288
registers	0	0.174	0.217
worst max-delay path, delay by kind of cell:
family                 cells  cell delay (ns)
buffers and inverters      2             0.87
and+or+nand+nor            1             0.10
layer usage:
layer	GRT usage	routed length, um	vias to the layer above
met5	0	0	-
met4	0.000835	4	0
met3	0.0112	108	2
met2	0.0399	632	12
met1	0.0309	747	277
li1	-	-	333
Power and IR drop assume default switching activity.
