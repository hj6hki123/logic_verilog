[design/flow/constraint.sdc]
current_design vl2

set clk_period 1.8
set clk_io_pct 0.2

create_clock -name clk0 -period $clk_period [get_ports {fin}]

set non_clock_inputs [all_inputs -no_clocks]
set_input_delay [expr $clk_period * $clk_io_pct] -clock clk0 $non_clock_inputs
set_output_delay [expr $clk_period * $clk_io_pct] -clock clk0 [all_outputs]
[design/flow/run.sh]
#!/bin/bash
# OpenROAD 26Q1-2900-gdf79404cd8, Yosys 0.63+post, stock flow scripts
make -C /OpenROAD-flow-scripts/flow DESIGN_CONFIG=/design/flow/config.mk WORK_HOME=/design/flow/orfs finish
[design/flow/config.mk]
export PLATFORM = sky130hd
export DESIGN_NAME = vl2
export DESIGN_NICKNAME = vl2
export VERILOG_FILES = /design/flow/design.v
export SDC_FILE = /design/flow/constraint.sdc
export NUM_CORES = 4
export LEC_CHECK = 1
export CORE_AREA = 10 10 87 87
export DIE_AREA = 0 0 97 97
[design/flow/design.v]
module vl2 (rst, fin, P22,P20_sel,P5,P7,P19,P21,P8,P4,P6,qb,qa);
  input rst, fin, P22 ;
  input P20_sel,P5,P7,P19,P21;
  output reg  P8,P4,P6 ;
  output reg[3:0] qb;
  output reg[1:0] qa;
  reg[15:0] count ;
  reg clk, P20_sel_d, OneHz_in_d, P5_d, P7_d, P21_d, clk_h;
  always @(posedge fin)begin
    if (count >= 8000)
    begin
      count <= 0;
      clk <= clk^1;
    end
    else
      count <= count+1;
  end
  always @(posedge clk)begin
    P20_sel_d  <= P20_sel; 
    OneHz_in_d <= P22;
    P21_d      <= P21;
    P7_d       <= P7;
    P5_d       <= P5;
  end
  always @(*)begin
    if(P20_sel_d == 1)begin
      clk_h <= P19; 
      P8    <= P7_d; 
      P4    <= OneHz_in_d; 
      P6    <= P7_d;  
    end
    else begin
      clk_h <= OneHz_in_d & P21_d;
      P8    <= OneHz_in_d & P5_d ;
      P4    <= 0;  
      P6    <= 1;   
    end
  end
  always @(negedge clk_h,posedge rst )begin
    if(rst)begin
      qa <= 2'b0;
      qb <= 4'b0;
    end
    else begin
      if(qa>=2 && qb>=3)begin
        qa <= 2'b0;
        qb <= 4'b0;
      end
      else if(qb>=9)begin
        qa<=qa+1;
        qb<=4'b0;
      end
      else
        qb<=qb+1;
    end
  end
endmodule
==> summary.txt <==
Figures from the implementation reports.

- The tally of filler cells in the layout is 615.
- The fraction of registers with async set or reset after synthesis is 21.4%.
- The launching instance or port of the critical path is count[0]$_SDFF_PP0_.
- The later-pin clock latency in the skew report is 0.25 ns.
- The global routing report lists met3 layer usage as 1.58%.
- The initial antenna violation count is 0.
- The number of buffers on the longest clock path is 2.
- The final setup slack of the worst path is 0.338 ns.
- Before any placement, the netlist area is recorded as 1140 um^2.
- In the final layout, the share of cells above drive strength 1 is 7.41%.
- The logs give a warning total of 29.
- The post-DP HPWL is 1520 um.
- The leading cell type in the layout, fill and taps excluded reads sky130_fd_sc_hd__dfxtp_1.
- The CTS tree reads yes.
- After the first detailed-routing iteration, the DRC count stood at 10.
- For reference, the critical path cell chain is ha_1 > nand3_1 > or3_2 > a21oi_1.
- The post-synthesis cell count from yosys reads 114.
- The worst setup path is captured at a flip-flop.
- In this run the remaining antenna-violating nets after routing total 0.
- VDD sags by at most 0.764 mV.
- The depth of the worst register-to-register path is 4.
- The number of pins exceeding their max-slew limit in the final report is 0.
- Per the detail_route report, routed wire per instance is 9.17 um.
- The total via count in the routed design reads 824.
- The tightest hold path in the finished design has a slack of 0.453 ns.
- The largest net degree at the start of global routing is 14.
- The number of enable flip-flop cells reads 1.
- The number of buffers inserted during clock tree synthesis reads 3.
- Post-CTS repair changed the size of 0 cells.
- The count of final hold-check violations is 0.
- The first-pass detailed-route iteration total reads 4.
- The met2 capacity usage during global routing reads 6.90%.
- The count of input and output buffers is 16.
- The number of maximum-capacitance constraint violations reads 0.
- The netlist uses 33 different library cells.
- The share of the core area taken by cells at floorplan is 20.3%.
- The share of the clock period used by the worst path after layout reads 81.2%.
- The power density over cell area reads 516 nW/um^2.
- The largest incremental delay on the critical path is 0.44 ns.
- Of the synthesized area, sequential elements account for 52.5%.
- After layout, the minimum clock period comes to 1.46 ns.
- The top cell types in the final layout, fill and taps aside, are sky130_fd_sc_hd__dfxtp_1 (21), sky130_fd_sc_hd__clkdlybuf4s50_1 (16), sky130_fd_sc_hd__inv_1 (11).
- The script logs the ratio of routed vias to standard cells as 3.98.
- Once placement finished, the instance area stood at 1400 um^2.
- The area added between synthesis and finish reads 26.5%.
- From left edge to right edge, the die measures 97 um.
- The first-pass GRT wire length is 3470 um.
- The cell at the root of the clock tree reads sky130_fd_sc_hd__clkbuf_8.
- The number of antenna cells inserted is 0.
- The library cell occupying the most area in the post-synthesis netlist reads sky130_fd_sc_hd__dfxtp_1.
- The startpoint kind of the worst setup timing path is a flip-flop.
- The largest driver fanout on the critical path reads 5.
- The layout stage reports a final design area of 1450 um^2.
- The critical path buffer and inverter count is 0.
- The met1 track demand over resource in global routing is 5.10%.
- The required time of the critical path is 1.98 ns.
- The post-CTS setup buffer count reads 0.
- The clock-pin transition on the worst setup and hold timing paths is 0.06 ns.
- met2 is the most crowded layer.
- The count of endpoints without a timing constraint is 20.
- The cell class contributing the biggest share of worst-path delay is simple AND/OR/NAND/NOR gates.
- The commonest register cell after synthesis is sky130_fd_sc_hd__dfxtp_1.
- The boundary pin count reads 17.
- The leakage component of the power was reported as 0.000531 uW.
- The flow ran to the end, and the final reports show no timing, DRC or antenna violations.
- The share of Yosys cell area claimed by the top area cell type is 36.8%.
- The worst register-to-register path ends at count[8]$_SDFF_PP0_.
- After synthesis, the chip area reported by Yosys is 1140 um^2.
- The number of cells produced by synthesis is 114.
- Setup slack on the worst path after placement came out at 0.395 ns.
- CTS built an H-tree with a depth of 1.
- The path category of the worst min-delay check is reg -> reg.
- By area the synthesized netlist is led by sky130_fd_sc_hd__dfxtp_1 (37%), sky130_fd_sc_hd__dfrtn_1 (13%), sky130_fd_sc_hd__ha_1 (6.6%), sky130_fd_sc_hd__a21oi_1 (3.9%), sky130_fd_sc_hd__inv_1 (3.6%).
- Hold analysis shows the worst path with a depth of 2.
- The sum of negative setup slack reads 0 ns.
- The cell at the slowest stage of the critical path is sky130_fd_sc_hd__or3_2.
- The number of design rule violations left after detail routing is 0.
- Global routing used 4.10% of the available tracks.
- The floorplan step defined a die boundary enclosing 9410 um^2.
- The core region is 5640 um^2.
- After global routing the overflow that remains totals 0.
- The flip-flop and latch count after synthesis reads 28.
- The arrival time of the worst setup path reads 1.64 ns.
- Warnings reported by Yosys during synthesis add up to 1.
- The register-to-register setup slack reads 0.34 ns.
- Setup repair after global routing left no endpoint under its margin.
- The maximum frequency from static timing analysis is 684 MHz.
- The row count is 27.
- The vertical extent of the die reads 97 um.
- The register area reads 601 um^2.
- The mean post-synth cell area is 10.0 um^2.
- The number of hold-repair buffers added at the cts stage is 0.
- The detailed-route wire length reads 1900 um.
- The reg-to-reg startpoint is count[0]$_SDFF_PP0_.
- The number of register pins that no clock reaches is 11.
- The start point of the worst hold path reads count[12]$_SDFF_PP0_.
- The multi-input logic area reads 500 um^2.
- Hold analysis lists the worst path endpoint as count[12]$_SDFF_PP0_.
- The category of the critical setup timing path reads reg -> reg.
- The weighted congestion reported at the end of routability-driven placement is 0.713.
- For the final database, setup skew stands at 0.00598 ns.
- The via count of the first global-routing pass reads 766.
- The setup-violating endpoint count in the final report reads 0.
==> cell usage after synthesis (2+ instances only) <==
library cell               instances
sky130_fd_sc_hd__a21oi_1           9
sky130_fd_sc_hd__inv_1            11
sky130_fd_sc_hd__nand2b_1          2
sky130_fd_sc_hd__a22o_1            2
sky130_fd_sc_hd__ha_1              6
sky130_fd_sc_hd__xor2_1            2
sky130_fd_sc_hd__a21o_1            2
sky130_fd_sc_hd__nand2_1           3
sky130_fd_sc_hd__dfxtp_1          21
sky130_fd_sc_hd__nand3_1           7
sky130_fd_sc_hd__dfrtn_1           6
sky130_fd_sc_hd__or3_1             2
sky130_fd_sc_hd__nor2b_1           2
sky130_fd_sc_hd__xnor2_1           3
sky130_fd_sc_hd__or3_2             3
sky130_fd_sc_hd__nor2_1            8
sky130_fd_sc_hd__or4_1             2
sky130_fd_sc_hd__o21ai_0           6
sky130_fd_sc_hd__o31ai_1           2
sky130_fd_sc_hd__nand4_1           2
==> sequential cells by signal, indices dropped and copies added (netlist names) <==
register,cells
OneHz_in_d,1
P5_d,1
clk,1
qa,2
count,16
P20_sel_d,1
P21_d,1
P7_d,1
qb,4
==> how the worst max path moves through the flow <==
stage	slack, ns	to	cells after the start
finish	0.34	count[8]$_SDFF_PP0_	4
global route	0.24	count[8]$_SDFF_PP0_	4
CTS	0.35	count[8]$_SDFF_PP0_	4
==> cell families after synthesis <==
family | after synthesis | synth area share, %
AOI/OAI and AO/OA | 24 | 13.0
xor gates and xnor gates | 5 | 3.83
adders and majority gates | 6 | 6.56
buffers and inverters | 13 | 4.38
DFF | 28 | 52.5
muxes | 1 | 0.875
other | 1 | 0.328
and+or+nand+nor | 36 | 18.5
==> area by class of cell <==
class	instances	area share [%]
sequential	28	41.5
multi-input combinational	75	34.6
clock inverter	1	0.346
clock buffer	3	2.85
timing repair buffer	17	11.6
tap	72	6.23
inverter	11	2.85
==> stage by stage <==
stage          utilization [%]  power [uW]  std cells
3_3_place_gp              24.8         483        203
5_1_grt                   25.6         790        207
4_1_cts                   25.6         761        207
6_report                  25.6         746        207
2_1_floorplan                -         452        116
3_5_place_dp              24.8         484        203
==> tightest hold or removal path, delay by kind of cell, from the launching register on <==
family	cells	cell delay, ns
flops	1	0.31
buf+inv	1	0.05
compound gates	1	0.05
==> metal layers <==
metal	vias up	share of wire (%)
met5	-	0
met2	25	48
li1	433	-
met3	0	9.0
met1	366	43
met4	0	0
==> power breakdown <==
group	internal [uW]	switching [uW]	leakage, uW
Clock	153	119	0.0000255
Sequential	422	9.58	0.000267
Combinational	26.8	15.9	0.000238
No activity file was given, so power comes from the tool's default toggle rates.
